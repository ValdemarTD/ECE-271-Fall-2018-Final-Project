==> /design/flow/design.v <==
module ShiftRegister8(
  input logic [0:0] SerialIn, clk,
  output logic [7:0] Parallel
);
reg [7:0] Stored;
initial begin
  Stored = 8'b00000000;
  end
always_ff @(posedge clk)
  begin
    Stored <= {Stored[6:0], SerialIn};
    Parallel <= Stored;
  end
endmodule
==> /design/flow/run.sh <==
#!/bin/bash
# OpenROAD 26Q1-2900-gdf79404cd8, Yosys 0.63+post, stock flow scripts
make -C /OpenROAD-flow-scripts/flow DESIGN_CONFIG=/design/flow/config.mk WORK_HOME=/design/flow/orfs finish
==> /design/flow/config.mk <==
export PLATFORM = sky130hd
export DESIGN_NAME = ShiftRegister8
export DESIGN_NICKNAME = ShiftRegister8
export VERILOG_FILES = /design/flow/design.v
export SDC_FILE = /design/flow/constraint.sdc
export NUM_CORES = 4
export LEC_CHECK = 1
export CORE_AREA = 10 10 70 70
export DIE_AREA = 0 0 80 80
==> /design/flow/constraint.sdc <==
current_design ShiftRegister8

set clk_period 1.0
set clk_io_pct 0.2

create_clock -name clk0 -period $clk_period [get_ports {clk}]

set non_clock_inputs [all_inputs -no_clocks]
set_input_delay [expr $clk_period * $clk_io_pct] -clock clk0 $non_clock_inputs
set_output_delay [expr $clk_period * $clk_io_pct] -clock clk0 [all_outputs]
==> results.yml <==
# flow metrics
floorplan:
  die_w_um: 80
  rows: 21
  dieArea_sq_um: 6400
  top_level_ports: 10
  die.size.y_um: 80
  fp_util_pct: 9.377
  core_area_sq_um: 3416
run_status:
  status: "finished clean"
placement:
  dpl.hpwl_um: 371.4
  port_buffers: 9
  gp_congestion: 0.6289
final_layout:
  comb_cells: 0
  syn_to_final_growth_pct: 50.00
  drive_gt1_share_pct: 51.72
  logic_area_sq_um: 0
  fillers: 386
clocking:
  htree_levels: 1
  cts_resized: 17
  cts_buffers: 3
  cts_setup_buffers: 0
  cts_tree: "yes"
  clkSinkCount: 16
  cts_root_buf: "clkbuf_4"
  cts.path.max_buffers: 2
  clk_latency_ns: 0.25
  path_clk_slew_ns: 0.07
  cts_hold_buf: 0
final_timing:
  tightest_slew_ns: 0.07209
  rsz0062_at_grt: "no"
  tns_ns: 0
  slew_viol_final: 0
  slew_headroom_pct: 95.19
  clock_skew_ns: 0.0008396
  timing.final.crit_share_pct: 91.68
  hold_viol_final: 0
  fmax_mhz: 1091
  min_period_ns: 0.9168
  final-setup-viol-count: 0
  whs_ns: 0.3363
worst_hold_path:
  hold_path_class: "register to register"
global_route:
  overflow: 0
  grt_max_degree: 10
  gr-usage-all-layers_pct: 1.704
  antenna_found_initial: 0
  grt_pass1_wl_um: 807
  grt_pass1_vias: 160
detailed_routing:
  routedWlPerCell_um: 6.573
  dr.first_iter.drc_count: 7
  routed_wl_um: 493
  ant_nets: 0
  drc_errors: 0
  dr.pass1.iters: 3
  viasPerCell: 2.027
  num_vias: 152
  n_antenna_cell: 0
synthesis:
  ys_cells: 16
  postSynthAreaPerCell_sq_um: 20.02
  synth_cells: 16
  synth_chip_area_sq_um: 320.3
  syn_area_sq_um: 320.3
  ys_seq_share_pct: 100.0
  synth_cell_types: 1
  ys_ff: 16
  yosysWarningCount: 1
critical_path:
  cp_slowest_cell: "dfxtp_1"
  critical_path_class: "register to output port"
  cp-end-kind: "output port"
  crit_buf_inv: 1
  path_cells: "clkdlybuf4s15_1"
  worstPathRequired_ns: 0.80
  crit_path_start_kind: "register"
  cp_max_fo: 1
  cp_top_family: "flip-flops"
  cp_slowest_stage_delay_ns: 0.31
  worst_ep_arrival_time_ns: 0.72
power:
  cellPowerDensity_nw_per_um2: 2183
  ir_worst_vdd_v: 0.0008905
  leakage_nw: 0.1938
flow_run:
  warning_count: 44
  drv_cap: 0
-- Yosys cell counts --
cell      n  area, sq um
dfxtp_1  16        320.3
-- registers in the layout, indices dropped and copies added (netlist names) --
register	count
Parallel	8
Stored	8
-- power by group --
part           switching, mW  total [mW]  internal (mW)
logic                0.00340      0.0193         0.0159
registers             0.0108       0.684          0.673
clock network          0.125       0.345          0.220
total                  0.139        1.05          0.909
-- path summary, 6_finish.rpt --
path	startpoint	to	slack, ns	cells past startpoint
hold / removal	Stored[7]$_DFF_P_	Parallel[7]$_DFF_P_	0.34	0
setup / recovery	Parallel[7]$_DFF_P_	Parallel[7]	0.08	1
setup reg to reg	Stored[0]$_DFF_P_	Parallel[0]$_DFF_P_	0.58	0
hold reg to reg	Stored[7]$_DFF_P_	Parallel[7]$_DFF_P_	0.34	0
-- placed cells by master, fill, tap and decap left out --
master,Yosys,routed
clkbuf_8,0,1
dfxtp_2,0,5
clkbuf_2,0,5
dfxtp_1,16,11
clkbuf_4,0,3
buf_2,0,1
clkdlybuf4s50_1,0,1
clkdlybuf4s15_1,0,2
-- per-layer routing --
metal | GRT usage [%] | routed length [um] | share of wire, %
met1 | 1.496 | 187 | 38
met2 | 1.846 | 134 | 27
met3 | 3.068 | 171 | 35
met4 | 0.1761 | 0 | 0
met5 | 0 | 0 | 0
-- metrics by stage --
| step | total power [mW] | instance area (sq um) | worst slack, ns | utilization [%] | cells |
|---|---|---|---|---|---|
| after floorplan | 0.6894 | 320.3 | 0.5385 | - | 16 |
| after global placement | 0.7295 | 467.9 | 0.03537 | 13.70 | 71 |
| after detailed placement | 0.7315 | 467.9 | 0.03033 | 13.70 | 71 |
| after CTS | 1.130 | 499.2 | 0.004490 | 14.62 | 75 |
| after global routing | 1.179 | 480.5 | 0.003535 | 14.07 | 75 |
| final | 1.049 | 480.5 | 0.08322 | 14.07 | 75 |
-- logic make-up (layout without fill, tap and decap cells) --
family | Yosys count | count (layout) | synth area share [%]
buf+inv | 0 | 13 | 0
flops | 16 | 16 | 100.0
-- area by class of cell --
type	instances	area (sq um)	share of cell area (%)
clock buffer	4	36.28	7.552
timing repair buffer	9	60.06	12.50
tap	46	57.56	11.98
sequential	16	326.6	67.97
No activity file was given, so power comes from the tool's default toggle rates.
