**design.v**
```verilog
module ShiftRegister11(
  input logic [0:0] SerialIn, clk,
  output logic [10:0] Parallel
);
reg [10:0] Stored;
initial begin
  Stored = 11'b00000000000;
  end
always_ff @(posedge clk)
  begin
    Stored <= {Stored[9:0], SerialIn};
    Parallel <= Stored;
  end
endmodule
```
**run.sh**
```bash
#!/bin/bash
# OpenROAD 26Q1-2900-gdf79404cd8, Yosys 0.63+post, stock flow scripts
make -C /OpenROAD-flow-scripts/flow DESIGN_CONFIG=/design/flow/config.mk WORK_HOME=/design/flow/orfs finish
```
**config.mk**
```make
export PLATFORM = sky130hd
export DESIGN_NAME = ShiftRegister11
export DESIGN_NICKNAME = ShiftRegister11
export VERILOG_FILES = /design/flow/design.v
export SDC_FILE = /design/flow/constraint.sdc
export NUM_CORES = 4
export LEC_CHECK = 1
export CORE_AREA = 10 10 70 70
export DIE_AREA = 0 0 80 80
```
**constraint.sdc**
```tcl
current_design ShiftRegister11

set clk_period 1.0
set clk_io_pct 0.2

create_clock -name clk0 -period $clk_period [get_ports {clk}]

set non_clock_inputs [all_inputs -no_clocks]
set_input_delay [expr $clk_period * $clk_io_pct] -clock clk0 $non_clock_inputs
set_output_delay [expr $clk_period * $clk_io_pct] -clock clk0 [all_outputs]
```
==> results_slide.txt <==
Key Metrics from the Run

Worst setup path
  – CP Launch Type: register
  – Critical-path cell list: buf_2
  – CP bufs+invs: 1
  – Critical path capture point type: output port
  – Crit path max-delay family: flip-flops
  – Crit path kind: reg2out
  – CP max stage delay: 0.31 ns
  – Crit-path slowest cell: dfxtp_1
  – Crit-path max FO: 1
  – WP data required: 0.80 ns
  – Worst Path Arrival: 0.68 ns

Yosys
  – Cells in synth_stat.txt: 22
  – Avg Cell Area, Syn: 20.0 um2
  – Cell type with the largest total area: dfxtp_1
  – Synth unique cells: 1
  – Top cells by area: dfxtp_1
  – Synth warn: 1
  – Top cell area share: 1.00
  – Yosys Chip Area: 440 um2
  – Synth Instances: 22
  – Yosys reg bits: 22
  – Post-Syn Area: 440 um2
  – Post-synthesis sequential area ratio: 1.00

GRT
  – First-pass GRT wire length: 945 um
  – Total congestion overflow: 0
  – Initial antenna violation count: 0
  – Vias in the first global route: 195
  – Gr usage total: 0.0202
  – Largest net degree at the start of global routing: 14

Final layout
  – Final Util: 0.180
  – Most frequent logic cell in the layout: dfxtp_1
  – Ratio of cells with drive above 1 in the final layout: 0.395
  – Layout filler cell count: 381
  – Finished Cell Area: 616 um2
  – Synthesis-to-finish area growth: 39.8%
  – Most frequent cells in the layout: dfxtp_1, buf_2, clkbuf_4
  – Mi-comb count: 0
  – Logic cell area: 0 um2

Placement
  – Placed Area: 618 um2
  – DP HPWL: 461 um
  – Routability cong.: 0.728
  – Port Buf Inserts: 12

STA
  – Tcrit/Tclk final: 0.878
  – TNS Setup: 0 ns
  – Fmax: 1.14 GHz
  – Clock skew: 0.000733 ns
  – Max_slew headroom: 0.942
  – Setup-failing EPs final: 0
  – Fin. max-slew vios: 0
  – RSZ-0062 raised after global routing: no
  – Hold Vio Cnt, Final: 0
  – Crit path time final: 0.878 ns
  – Slew @ Worst Pin: 0.0877 ns

Drt
  – Detail Route Antenna Nets: 0
  – Antenna diode count: 0
  – Pre-antenna DRT Iters: 3
  – Total wire length: 613 um
  – Remaining DRCs: 0
  – Vias/cell: 2.45
  – Mean routed wirelength per cell: 7.30 um
  – Via count: 206
  – Iteration-0 DRC Markers: 23

CTS
  – H-tree levels: 1
  – Clk slew on worst S/H paths: 0.09 ns
  – CTS tree: built
  – Post-CTS Setup Bufs: 0
  – CTS Buffer Depth: 2
  – Insertion Delay late pin: 0.26 ns
  – Clock tree root driver cell: clkbuf_4
  – Number of CTS-inserted buffers: 3
  – Clock Sinks: 22

Job
  – Tool warnings: 47
  – Max-cap violation count: 0

Die
  – Core Rows: 21
  – Core Area: 3420 um2
  – Top Ports: 13
  – Starting Density: 0.129
  – Die W: 80 um
  – Die area: 6400 um2
  – Die height: 80 um

Power
  – Power per Cell Area: 2490 nW/um2
  – Worst IR Drop VDD: 1.42 mV
  – Leak pwr: 0.000261 uW

Outcome
  – Status: completed

Worst hold path
  – Hold Path Class: reg2reg
[where the power goes]
part / switching, uW / internal [uW]
registers: 13.3 / 923
clock network: 171 / 404
logic: 5.08 / 17.7
total: 190 / 1340
[registers in the layout (all words and copies together), names as in the netlist]
name	cells
Parallel	11
Stored	11
[cells in the mapped netlist]
master / instances
dfxtp_1: 22
[per-stage QoR]
step | power (uW) | setup slack (ns) | hold slack [ns] | cells
after floorplan | 948 | 0.538 | 0.228 | 22
after global placement | 1000 | 0.0230 | 0.312 | 80
after detailed placement | 1000 | 0.0303 | 0.312 | 80
after CTS | 1620 | 0.000439 | 0.339 | 84
after global routing | 1670 | 0.0275 | 0.324 | 84
final | 1530 | 0.122 | 0.333 | 84
[worst paths after layout]
path                            depth (start not counted)           end  slack, ns   startpoint
worst max register to register                          0   Parallel[4]       0.58    Stored[4]
worst min register to register                          0  Parallel[10]       0.33   Stored[10]
worst max-delay path                                    1   Parallel[2]       0.12  Parallel[2]
worst min-delay path                                    0  Parallel[10]       0.33   Stored[10]
[layout make-up]
| type | count | area, um2 | share of cell area |
|---|---|---|---|
| tap | 46 | 57.6 | 0.0935 |
| clock inverter | 1 | 30.0 | 0.0488 |
| clock buffer | 3 | 22.5 | 0.0366 |
| timing repair buffer | 12 | 65.1 | 0.106 |
| sequential | 22 | 440 | 0.715 |
[what timing repair did]
action,4_1_cts,5_1_grt
gates resized,32,2
hold buffers,0,0
setup endpoints to repair,11,2
pin swaps,0,0
gates cloned,0,0
[layer usage]
metal,global-route usage,wire [um]
met1,0.0181,254
met2,0.0185,151
met3,0.0398,207
met4,0.00352,0
met5,0,0
[logic make-up (layout without fill, tap and decap cells)]
group	Yosys count	in the layout	share of synthesized area
flip-flops	22	22	1.00
buffers and inverters	0	16	0
Power is estimated from default activity; no workload was simulated.
